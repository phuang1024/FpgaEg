===== /design/flow/run.sh =====
#!/bin/bash
# OpenROAD 26Q1-2900-gdf79404cd8, Yosys 0.63+post, stock flow scripts
make -C /OpenROAD-flow-scripts/flow DESIGN_CONFIG=/design/flow/config.mk WORK_HOME=/design/flow/orfs finish

===== /design/flow/config.mk =====
export PLATFORM = sky130hd
export DESIGN_NAME = send_array
export DESIGN_NICKNAME = send_array
export VERILOG_FILES = /design/flow/design.v
export SDC_FILE = /design/flow/constraint.sdc
export NUM_CORES = 4
export LEC_CHECK = 1
export CORE_UTILIZATION = 50

===== /design/flow/constraint.sdc =====
current_design send_array

set clk_period 5.3
set clk_io_pct 0.2

create_clock -name clk0 -period $clk_period [get_ports {clk}]

set non_clock_inputs [all_inputs -no_clocks]
set_input_delay [expr $clk_period * $clk_io_pct] -clock clk0 $non_clock_inputs
set_output_delay [expr $clk_period * $clk_io_pct] -clock clk0 [all_outputs]

===== /design/flow/design.v =====
module send_array(
	input wire clk,
	input wire start,
	output reg done,
	output reg tx_start,
	output reg[7:0] tx_data,
	input wire tx_done,
	output reg[15:0] mem_addr,
	input wire[15:0] mem_data,
	input wire[15:0] len,
	input wire send_two_bytes,
	input wire sub_one
);
	reg[15:0] ptr;
	reg byte_ptr;
	reg[7:0] counter;
	localparam S_IDLE = 3'd0;
	localparam S_LEN = 3'd1;
	localparam S_DATA = 3'd2;
	localparam S_SEND = 3'd3;
	localparam S_DONE = 3'd4;
	localparam S_TX_WAIT = 3'd5;
	reg[2:0] state;
	reg[2:0] state_ret;
	initial begin
		state <= S_IDLE;
	end
	always @(posedge clk) begin
		done <= 0;
		tx_start <= 0;
		if (state == S_IDLE) begin
			counter <= 0;
			ptr <= 0;
			byte_ptr <= 0;
			if (start)
				state <= S_LEN;
		end else if (state == S_LEN) begin
			if (ptr == 0) begin
				tx_data <= len[7:0];
				tx_start <= 1;
				ptr = 1;
				state <= S_TX_WAIT;
				state_ret <= S_LEN;
			end else if (ptr == 1) begin
				tx_data <= len[15:8];
				tx_start <= 1;
				ptr = 0;
				state <= S_TX_WAIT;
				state_ret <= S_DATA;
			end
		end else if (state == S_DATA) begin
			mem_addr <= ptr;
			if (byte_ptr)
				tx_data <= mem_data[15:8];
			else
				tx_data <= mem_data[7:0];
			counter <= counter + 1;
			if (counter == 10) begin
				if (sub_one)
					tx_data <= tx_data - 1;
				state <= S_SEND;
			end
		end else if (state == S_SEND) begin
			if (send_two_bytes) begin
				if (byte_ptr == 1)
					ptr <= ptr + 1;
				byte_ptr <= byte_ptr + 1;
			end else begin
				ptr <= ptr + 1;
				byte_ptr <= 0;
			end
			state_ret <= S_DATA;
			if (ptr == len - 1) begin
				if (send_two_bytes) begin
					if (byte_ptr == 1)
						state_ret <= S_DONE;
				end else begin
					state_ret <= S_DONE;
				end
			end
			tx_start <= 1;
			state <= S_TX_WAIT;
			counter <= 0;
		end else if (state == S_DONE) begin
			done <= 1;
			state <= S_IDLE;
		end else if (state == S_TX_WAIT) begin
			if (tx_done) begin
				state <= state_ret;
			end
		end
	end
endmodule

==> results.sh <==
# source this file to load flow results
export IMPL_drive_gt1_share_pct=5.405
export IMPL_drv_cap=0
export IMPL_fp_row_count=30
export IMPL_max_stage_delay_ns=0.67
export IMPL_tns_ns=0
export IMPL_yosys_cell_types_count=57
export IMPL_cpMaxStageDelayCell="or4b_1"
export IMPL_clk_pin_slew_ns=0.07
export IMPL_wirelength_mm=8.183
export IMPL_route_detailed_drc=0
export IMPL_yosysChipArea_um2=3477
export IMPL_die_h_um=85.39
export IMPL_numCtsBuffers=9
export IMPL_hpwl_mm=6.049
export IMPL_worstPathRequired_ns=5.39
export IMPL_fin_crit_sh_pct=67.99
export IMPL_die_w_um=85.39
export IMPL_fp_coreArea_um2=6756
export IMPL_finalHoldViolations=0
export IMPL_fp_util_pct=51.46
export IMPL_fin_util_pct=64.69
export IMPL_hold_path_class="flip-flop to flip-flop"
export IMPL_arrival_ns=3.70
export IMPL_vias=3032
export IMPL_tightest_slew_ns=0.9198
export IMPL_cts_buffer_depth=2
export IMPL_min_path_cells=2
export IMPL_fill_cells=542
export IMPL_preCtsSetupSlack_ns=1.390
export IMPL_overflow=0
export IMPL_syn_area_um2=3477
export IMPL_fmax_mhz=277.5
export IMPL_yosysSeqAreaShare_pct=41.45
export IMPL_min_period_ns=3.603
export IMPL_setup_ws_ns=1.697
export IMPL_io_buffers=62
export IMPL_dpl_cell_area_um2=4126
export IMPL_antennaDiodeCount=0
export IMPL_synthArstFlopShare_pct=0
export IMPL_grt_max_degree=21
export IMPL_warnings=29
export IMPL_powerDensity_nw_per_um2=432.1
export IMPL_ir_drop_mv=0.1970
export IMPL_numSynthFlops=57
export IMPL_setup_viol=0
export IMPL_num_io_pins=63
export IMPL_outcome="finished clean"
export IMPL_synth_edff_count=30
export IMPL_drtPass1Iterations=20
export IMPL_worstSetupEndpoint="state_ret[2]"
export IMPL_yosys_warnings=1
export IMPL_wl_per_cell_um=15.62
export IMPL_place_congestion=0.9099
export IMPL_critPathLaunch="len[0]"
export IMPL_layout_area_overhead_vs_synth_pct=25.69
export IMPL_fin_area_um2=4370
export IMPL_rsz0062_at_grt="false"
export IMPL_rrSetupSlack_ns=2.58
export IMPL_ys_cells=384
export IMPL_slew_limit_headroom_pct=38.68
export IMPL_hold_buffers=0
export IMPL_syn_instance_count=384
export IMPL_grt_first_pass_wirelength_mm=13.55
export IMPL_r2r_cells=6
export IMPL_crit_fanout=10
export IMPL_ctsRootBufferMaster="clkbuf_8"
export IMPL_ant_nets=0
export IMPL_drt_iter0_markers=149
export IMPL_leakagePower_nw=1.612
export IMPL_cp_start_kind="primary input"
export IMPL_antenna_found_initial=0
export IMPL_clock_skew_final_ns=0.01022
export IMPL_grtUsageTotal_pct=24.39
export IMPL_grt_pass1_vias=2796
export IMPL_cts_setup_buffers=0
export IMPL_maxSlewViolCount=0
export IMPL_path_cells="clkdlybuf4s50_1, inv_1, ha_1, or4b_1, o31a_1, a32o_1, nor3_1, nor4_2, and3_1"
export IMPL_clock_sinks=57
export IMPL_crit_type="primary input to flip-flop"
export IMPL_cts_max_level=3
export IMPL_dieArea_um2=7291
export IMPL_viasPerCell=5.786
export IMPL_worstReg2RegEnd="state_ret[1]"
export IMPL_syn_area_per_cell_um2=9.055
export IMPL_flop_cell="edfxtp_1"
export IMPL_insertion_delay_ns=0.34
export IMPL_end_kind="flip-flop"
export IMPL_ctsResizeCount=0
export IMPL_tritoncts="done"
export IMPL_whs_ns=0.4985
export IMPL_r2r_start="state[1]"
worst min-delay path by stage:
stage           from          to  slack (ns)
6_report  counter[0]  counter[0]        0.50
5_1_grt   counter[0]  counter[0]        0.52
4_1_cts   counter[0]  counter[0]        0.50
layer usage:
metal / share of wire [%] / GRT usage [%] / wire length (µm) / vias up
met4: 1.1 / 3.636 / 90 / 0
met1: 51 / 40.77 / 4182 / 1437
met5: 0 / 0 / 0 / -
li1: - / - / - / 1520
met3: 3.9 / 4.245 / 318 / 10
met2: 44 / 35.48 / 3591 / 65
area by class of cell:
class	instances	area [µm²]	area share, %
multi-input cells	288	1871	42.80
flip-flops and latches	57	1441	32.98
repair buffers	66	650.6	14.89
clock buffers	11	141.4	3.235
clock inverters	5	102.6	2.348
well taps	80	100.1	2.290
inverters	17	63.81	1.460
cells in the mapped netlist, drive strengths merged, types with 4 or more instances:
master	n	share of area [%]
nor2	40	4.3
edfxtp	30	26
nand2	30	3.2
dfxtp	27	16
xnor2	24	6.0
o21ai	20	2.9
xor2	19	4.8
inv	17	1.8
clkbuf	16	1.7
a21oi	15	2.2
nor4	15	2.9
mux2i	12	3.5
nand3	10	1.4
nor3	10	1.6
o211ai	9	1.9
and3	8	1.5
nand4	8	1.4
ha	7	2.5
nor3b	7	1.5
buf	6	1.2
nand2b	4	0.72
nor2b	4	0.72
o22ai	4	0.72
or4	4	0.86
state kept, by name, indices dropped and copies added, names as in the netlist:
register / flops
mem_addr: 16
state_ret: 3
done: 1
tx_start: 1
ptr: 16
state: 3
counter: 8
tx_data: 8
byte_ptr: 1
kinds of logic after synthesis:
family	Yosys count	share of synthesized area, %
adders and majority gates	7	2.519
muxes	13	3.778
and+or+nand+nor	153	23.28
DFF	57	41.45
xor gates and xnor gates	43	10.83
buffers and inverters	39	4.750
AOI/OAI and AO/OA	72	13.39
per-stage QoR:
stage	std cells	total power, mW
2_1_floorplan	384	1.129
3_3_place_gp	508	1.391
3_5_place_dp	508	1.397
4_1_cts	524	1.902
5_1_grt	524	2.027
6_report	524	1.889
report_power, final:
group          leakage, nW  internal, mW  switching, mW
Clock                0.121         0.325          0.172
Combinational        0.991         0.302          0.347
Sequential           0.500         0.614          0.129
Total                 1.61          1.24          0.648
critical path: cells and delay by family:
family / cells / cell delay [ns]
AOI/OAI and AO/OA: 2 / 0.63
and+or+nand+nor: 4 / 1.17
buffers and inverters: 2 / 0.59
adders and majority gates: 1 / 0.25
placed cells by master, fill, tap and decap left out, types with 4 or more instances in the layout:
cell type,instances
clkdlybuf4s50_1,62
nor2_1,40
nand2_1,30
edfxtp_1,30
dfxtp_1,27
xnor2_1,24
o21ai_0,20
xor2_1,19
inv_1,17
a21oi_1,15
nor4_1,14
mux2i_1,12
nand3_1,10
clkbuf_8,10
nor3_1,9
o211ai_1,9
nand4_1,8
and3_1,7
nor3b_1,7
ha_1,7
nor2b_1,4
or4_1,4
o22ai_1,4
nand2b_1,4
buf_4,4
No activity file was given, so power comes from the tool's default toggle rates.
