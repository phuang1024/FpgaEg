==> flow/constraint.sdc <==
current_design decompress

set clk_period 6.9
set clk_io_pct 0.2

create_clock -name clk0 -period $clk_period [get_ports {clk}]

set non_clock_inputs [all_inputs -no_clocks]
set_input_delay [expr $clk_period * $clk_io_pct] -clock clk0 $non_clock_inputs
set_output_delay [expr $clk_period * $clk_io_pct] -clock clk0 [all_outputs]
==> flow/config.mk <==
export PLATFORM = sky130hd
export DESIGN_NAME = decompress
export DESIGN_NICKNAME = decompress
export VERILOG_FILES = /design/flow/design.v
export SDC_FILE = /design/flow/constraint.sdc
export NUM_CORES = 4
export LEC_CHECK = 1
export CORE_UTILIZATION = 50
==> flow/run.sh <==
#!/bin/bash
# OpenROAD 26Q1-2900-gdf79404cd8, Yosys 0.63+post, stock flow scripts
make -C /OpenROAD-flow-scripts/flow DESIGN_CONFIG=/design/flow/config.mk WORK_HOME=/design/flow/orfs finish
==> flow/design.v <==
module decompress(
	input wire clk,
	input wire start,
	output reg done,
	output reg[15:0] rmem_addr,
	input wire[7:0] rmem_dout,
	input wire[15:0] rmem_len,
	output reg tmem_we,
	output reg[15:0] tmem_addr,
	output reg[15:0] tmem_din,
	output reg[15:0] len
);
	reg[3:0] in_ptr;
	reg[2:0] out_ptr;
	reg[2:0] zero_count;
	localparam M_ZERO = 1'd0;
	localparam M_DATA = 1'd1;
	reg mode;
	integer i;
	localparam S_IDLE = 2'd0;
	localparam S_RW = 2'd1;
	localparam S_DEC = 2'd2;
	localparam S_DONE = 2'd3;
	reg[1:0] state;
	initial begin
		state <= S_IDLE;
	end
	always @(posedge clk) begin
		done <= 0;
		tmem_we <= 0;
		if (state == S_IDLE) begin
			if (start) begin
				state <= S_RW;
			end
			mode <= M_ZERO;
			in_ptr <= 0;
			out_ptr <= 0;
			zero_count <= 0;
			rmem_addr <= 0;
			tmem_addr <= 0;
		end else if (state == S_RW) begin
			if (tmem_we) begin
				tmem_addr <= tmem_addr + 1;
				tmem_din <= 0;
				out_ptr <= 0;
			end
			if (rmem_addr == rmem_len) begin
				state <= S_DONE;
			end else begin
				state <= S_DEC;
			end
		end else if (state == S_DEC) begin
			tmem_we <= 0;
			if (in_ptr >= 8) begin
				rmem_addr <= rmem_addr + 1;
				in_ptr <= 0;
			end else begin
				if (mode == M_ZERO) begin
					in_ptr <= 8;
					zero_count <= zero_count + 8 - in_ptr;
					for (i = 7; i >= 0; i = i - 1) begin
						if (i >= in_ptr && rmem_dout[i] != 0) begin
							in_ptr <= i;
							zero_count <= zero_count + i - in_ptr;
							mode <= M_DATA;
						end
					end
				end else begin
					for (i = 0; i < 8; i = i + 1) begin
						if (out_ptr + i <= zero_count && in_ptr + i < 8) begin
							tmem_din[zero_count - out_ptr - i] <= rmem_dout[in_ptr + i];
							out_ptr <= out_ptr + i + 1;
							in_ptr <= in_ptr + i + 1;
							if (out_ptr + i == zero_count) begin
								tmem_we <= 1;
								zero_count <= 0;
								mode <= M_ZERO;
							end
						end
					end
				end
			end
			state <= S_RW;
		end else if (state == S_DONE) begin
			tmem_we <= 1;
			len <= tmem_addr + 1;
			done <= 1;
			state <= S_IDLE;
		end
	end
endmodule
==> run_results.csv <==
group,metric,value,unit
run_status,status,"finished, final reports clean",
setup_path,crit_type,"reg -> reg",
die,initial_core_util,0.515,
clocking,postCtsSetupBuffers,0,
worst_hold_path,min_path_cells,2,
clocking,cts_tree,"yes",
routing,drc,0,
die,ios,92,
routing,dr.pass1.iters,5,
routing,wl_per_cell,23.1,µm
setup_path,worstSetupStartpoint,"out_ptr[1]",
setup_path,r2r_slack,0.43,ns
pwr,p_leak,4.33,nW
die,die_w,145,µm
logic_synthesis,aoi_share,0.239,
logic_synthesis,common_cells,"nand2_1, nor2_1, ha_1, nand3_1, xor2_1",
logic_synthesis,postSynthSeqShare,0.189,
routing,totalWireLength,38300,µm
placement,gp_congestion,1.11,
final_timing,holdWs,0.512,ns
logic_synthesis,ys_cells,1310,
logic_synthesis,simple_gate_share,0.281,
final_layout,drive_gt1_frac,0.0676,
final_timing,hold_viol_final,0,
final_timing,setup_viol,0,
grt,grt_pass1_wl,58600,µm
logic_synthesis,synth_flops,79,
setup_path,worst-r2r-cell-count,17,
clocking,clockBufferDepth,2,
clocking,clock_sinks,79,
routing,vias_per_cell,6.62,
logic_synthesis,yosysTopAreaCellShare,0.116,
logic_synthesis,edf_count,34,
logic_synthesis,most_common_cell,"nand2_1",
placement,dpl.hpwl,29400,µm
final_timing,relSlewSlack,0.208,
grt,grt_pass1_vias,10145,
logic_synthesis,top_logic_kind,"simple AND/OR/NAND/NOR gates",
setup_path,worstPathRequired,6.99,ns
final_timing,worst_pin_slew,1.16,ns
die,die_y,145,µm
setup_path,worstSetupEndpoint,"tmem_din[12]",
logic_synthesis,ys_types,101,
logic_synthesis,ys_sh_xor,0.0849,
logic_synthesis,synth_area,10200,µm²
flow_run,openroad.warnings,73,
grt,grt_start_max_net_pins,50,
setup_path,r2r_end,"tmem_din[12]",
logic_synthesis,syn-instance-count,1310,
die,core_area,19700,µm²
logic_synthesis,postSynthAreaPerCell,7.76,µm²
grt,overflow,0,
logic_synthesis,fa_ha_area_frac,0.128,
pwr,power.density,494,nW/µm²
clocking,clkTransAtPathRegs,0.07,ns
clocking,h-tree-depth,3,
logic_synthesis,ys_sh_mux,0.0319,
routing,via_count,10963,
final_timing,setup_tns,0,ns
clocking,cts_buffers,9,
setup_path,worstSetupStartpointType,"flip-flop",
pwr,total_power,5.78,mW
clocking,postCtsHoldBufs,0,
flow_run,drv_cap,0,
logic_synthesis,top_area_cell,"ha_1",
worst_hold_path,hold_path_class,"reg -> reg",
final_timing,rsz0062_at_grt,"false",
grt,antenna_found_initial,0,
logic_synthesis,ys_dominant_reg_cell,"dfxtp_1",
placement,pre_cts_slack,0.544,ns
final_timing,finalWorstSetupSlack,0.427,ns
logic_synthesis,area_leaders,"ha_1, edfxtp_1, dfxtp_1",
setup_path,reg2reg_from,"out_ptr[1]",
final_timing,fmax,154,MHz
grt,grtUsageTotal,0.386,
setup_path,setup.worst_path.end_class,"flip-flop",
clocking,cts_resized,0,
final_timing,min_period_over_period,0.938,
placement,io_buffer_count,91,
setup_path,crit_path_max_fanout,11,
die,row_count,51,
final_timing,period_needed,6.47,ns
routing,drt_iter0_drc,1022,
final_timing,report.final.slew_viol_count,0,
setup_path,crit_arrival,6.56,ns
logic_synthesis,yosys_warnings,1,
logic_synthesis,synthArstFlopShare,0,
final_timing,fin_worst_skew,0.0154,ns
routing,postRouteAntennaNets,0,
final_layout,syn_to_final_growth,15.3,%
logic_synthesis,synth_chip_area,10200,µm²
clocking,clk_latency,0.35,ns
pwr,ir_drop,0.000300,V
die,die_area,20900,µm²
clocking,root_buffer,"clkbuf_16",
[worst min path at each step]
stage / start / endpoint / slack (ns)
4_1_cts: tmem_addr[1] / tmem_addr[1] / 0.51
5_1_grt: tmem_addr[1] / tmem_addr[1] / 0.54
6_report: tmem_addr[1] / tmem_addr[1] / 0.51
[state kept, by name, indices dropped and copies added, names as in the netlist]
name	flops
tmem_addr	16
tmem_din	16
done	1
out_ptr	3
tmem_we	1
zero_count	3
len	16
mode	1
in_ptr	4
rmem_addr	16
state	2
[stage by stage]
step | utilization | instances | cell area [µm²]
floorplan | - | 1310 | 10200
global placement | 0.579 | 1639 | 11400
detailed placement | 0.579 | 1639 | 11400
CTS | 0.594 | 1655 | 11700
global route | 0.594 | 1655 | 11700
finish | 0.594 | 1656 | 11700
[cell families (layout without fill, tap and decap cells)]
group                    Yosys count  in the layout
buffers and inverters            116            196
XOR/XNOR                          95             95
AND/OR/NAND/NOR                  560            560
flip-flops                        79             79
multiplexers                      24             24
other                              0              1
adder cells (fa/ha/maj)          100            100
AND-OR/OR-AND                    336            336
[worst max-delay path: stages (launching register included)]
cell and delay (ns):
dfxtp_1 0.53, inv_1 0.27, fa_1 0.49, fa_1 0.92
ha_1 0.28, and3_1 0.31, inv_1 0.10, or4_1 0.56
inv_1 0.08, ha_1 0.28, or4b_1 0.53, nor4_1 0.25
o21bai_1 0.18, or3_1 0.47, nor2_1 0.47, a311o_1 0.28
o22a_1 0.14, o31ai_1 0.06
[area by class of cell]
cell class	instances	area (µm²)
Inverter	52	195
Fill cell	1774	8010
Antenna cell	1	2.50
Timing Repair Buffer	128	1190
Clock inverter	7	75.1
Sequential cell	79	1920
Clock buffer	9	225
Tap cell	265	332
Multi-Input combinational cell	1115	7770
[metal layers]
layer | routed length [µm] | vias up | track usage | part of all wire
met4 | 2220 | 0 | 0.178 | 0.058
met2 | 16400 | 633 | 0.580 | 0.43
met3 | 3770 | 137 | 0.0782 | 0.099
met5 | 0 | - | 0 | 0
met1 | 15900 | 5097 | 0.541 | 0.42
li1 | - | 5096 | - | -
[power by group]
group	switching [mW]	internal (mW)
sequential	0.0693	0.594
combinational	3.08	1.54
clock	0.237	0.257
[cells in the final DEF, fill, tap and decap left out, types with 19 or more instances in the layout]
master	Yosys	layout
nand3_1	57	57
or3_1	19	19
buf_4	3	37
inv_1	49	49
and2_1	20	20
o21ai_0	55	55
xor2_1	56	56
clkdlybuf4s50_1	0	91
and3_1	24	24
a21oi_1	52	52
nor3_1	37	37
ha_1	94	93
edfxtp_1	34	34
nand2_1	139	139
nor2_1	127	127
a31oi_1	23	23
xnor2_1	35	35
nor4_1	25	24
dfxtp_1	45	45
Power figures rest on the tool's default switching activity, not on a simulated workload.
