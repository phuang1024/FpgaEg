===== design.v =====
module uart_rx(
	input wire clk,
	input wire rst,
	input wire rx,
	output reg[7:0] data,
	output reg data_valid
);
	reg rx_sync1, rx_sync2;
	always @(posedge clk) begin
		rx_sync1 <= rx;
		rx_sync2 <= rx_sync1;
	end
	localparam S_IDLE = 2'd0;
	localparam S_START = 2'd1;
	localparam S_DATA = 2'd2;
	localparam S_STOP = 2'd3;
	reg[1:0] state;
	reg baud_tick;
	reg[12:0] baud_clk_counter;
	always @(posedge clk) begin
		if (rst) begin
			baud_tick <= 0;
			baud_clk_counter <= 0;
		end else begin
			baud_tick <= 0;
			if (state == S_IDLE || state == S_STOP) begin
				baud_clk_counter <= 0;
			end else begin
				baud_clk_counter <= baud_clk_counter + 1;
				if ((state == S_START && baud_clk_counter >= 7812) ||
					 (state == S_DATA && baud_clk_counter >= 5208)) begin
					baud_tick <= 1;
					baud_clk_counter <= 0;
				end
			end
		end
	end
	reg[2:0] bit_idx;
	always @(posedge clk) begin
		if (rst) begin
			state <= S_IDLE;
			data_valid <= 0;
			bit_idx <= 0;
		end else begin
			data_valid <= 0;
			if (state == S_IDLE) begin
				bit_idx <= 0;
				if (!rx_sync2)
					state <= S_START;
			end else if (state == S_STOP) begin
				if (rx_sync2)
					state <= S_IDLE;
			end else begin
				if (baud_tick) begin
					state <= S_DATA;
					data[bit_idx] <= rx_sync2;
					if (bit_idx == 7) begin
						state <= S_STOP;
						data_valid <= 1;
					end else begin
						bit_idx <= bit_idx + 1;
					end
				end
			end
		end
	end
endmodule

===== config.mk =====
export PLATFORM = sky130hd
export DESIGN_NAME = uart_rx
export DESIGN_NICKNAME = uart_rx
export VERILOG_FILES = /design/flow/design.v
export SDC_FILE = /design/flow/constraint.sdc
export NUM_CORES = 4
export LEC_CHECK = 1
export CORE_AREA = 10 10 108 108
export DIE_AREA = 0 0 118 118

===== constraint.sdc =====
current_design uart_rx

set clk_period 2.6
set clk_io_pct 0.2

create_clock -name clk0 -period $clk_period [get_ports {clk}]

set non_clock_inputs [all_inputs -no_clocks]
set_input_delay [expr $clk_period * $clk_io_pct] -clock clk0 $non_clock_inputs
set_output_delay [expr $clk_period * $clk_io_pct] -clock clk0 [all_outputs]

===== run.sh =====
#!/bin/bash
# OpenROAD 26Q1-2900-gdf79404cd8, Yosys 0.63+post, stock flow scripts
make -C /OpenROAD-flow-scripts/flow DESIGN_CONFIG=/design/flow/config.mk WORK_HOME=/design/flow/orfs finish

==> reports/qor.csv <==
stage,metric,value,unit
yosys,synth_area,1510,µm²
sta,period_used_share,76.1,%
clock_network,ctsHoldBuffers,0,
yosys,synth_warnings,1,
yosys,ys_seq_elements,32,
placement,portBuffers,11,
hold_path,hold_path_class,reg2reg,
pwr,vdd.ir_drop.worst,0.261,mV
yosys,synth_async_sr_flop_share,0,%
clock_network,worstSkewPairLatency,0.29,ns
floorplanning,fp_util,16.2,%
yosys,ys_cells,152,
global_routing,grt_max_degree,14,
floorplanning,row_count,35,
route,diodes,0,
placement,dp.cells,287,
layout,drive_above_1_share,10.8,%
route,dr.first_iter.drc_count,39,
placement,gp_congestion,0.783,
critical_path,cp_cell_sequence,"inv_1, ha_1, xor2_2, nor4_1, mux2_2",
clock_network,clk_pin_slew,0.07,ns
sta,maxSlewHeadroom,61.0,%
yosys,yosys-stat-area,1510,µm²
layout,syn_to_final_growth,22.5,%
critical_path,worst_setup_path_start_kind,flop,
clock_network,cts.sinks,32,
yosys,common_cells,"24 x dfxtp_1, 22 x nor2_1, 11 x nand2_1, 10 x xnor2_1, 8 x edfxtp_1",
floorplanning,fp.dieH,118,µm
layout,nFillCells,1042,
global_routing,grt.overflow.total,0,
route,routed-wl-met3,157,µm
sta,worst_slew_pin_slew,0.583,ns
route,top_layer_used,met4,
yosys,synthFlopType,dfxtp_1,
route,viasPerCell,3.64,
job,log.warning_count,30,
critical_path,crit_required,2.64,ns
route,final_antenna_net_count,0,
sta,skew,0.00854,ns
layout,fin_cells,295,
yosys,synth.yosys.seq_area_share,47.8,%
yosys,synthTopCellsByArea,"dfxtp_1 32%, edfxtp_1 16%, ha_1 5.8%",
yosys,synth_top_cell_by_area,dfxtp_1,
sta,drv_slew,0,
sta,setup_tns,0,ns
floorplanning,io_pins,12,
yosys,synth-edff-count,8,
clock_network,cts_resized,0,
route,vias,1075,
sta,whs,0.317,ns
clock_network,cts_setup_buffers,0,
sta,rsz0062_at_grt,no,
global_routing,grt_usage,4.04,%
yosys,avgSynthCellArea,9.92,µm²
route,wl_met2,1.33,mm
yosys,top_area_share,31.9,%
sta,setup_ws,0.620,ns
critical_path,critPathBufInv,1,
job,maxCapViolations,0,
clock_network,cts_buffer_depth,2,
sta,hold_viol,0,
clock_network,cts_root_buf,clkbuf_8,
critical_path,slowest_stage,dfxtp_1,
clock_network,cts_buffers,5,
floorplanning,die_area,13900,µm²
yosys,synth_cells,152,
route,wl_per_cell,9.58,µm
sta,period_needed,1.98,ns
clock_network,cts-htree-levels,2,
sta,finalSetupViolCount,0,
sta,fmax,505,MHz
global_routing,antenna_found_initial,0,
placement,dp.final_hpwl,2.01,mm
clock_network,cts_tree,yes,
critical_path,crit_path_end_kind,flop,
floorplanning,core_area,9280,µm²
floorplanning,die_w,118,µm
critical_path,cp_max_fo,9,
critical_path,critPathTopFamily,flip-flops,
yosys,synth.most_common_cell,dfxtp_1,
global_routing,grt_pass1_wl,4.84,mm
route,finalWirelength,2.83,mm
status,status,completed,
global_routing,grt_pass1_vias,1020,
critical_path,slowest_delay,0.50,ns
pwr,p_leak,0.000580,µW
pwr,powerDensity,545,nW/µm²
critical_path,arrival,2.02,ns
route,drt-met1-wl,1.30,mm
route,drc_errors,0,
route,dr.pass1.iters,4,
critical_path,path_class,reg2reg,
placement,dpl_worst_slack,0.490,ns
yosys,synth.distinct_cells,35,
power breakdown:
group	internal [µW]	switching, µW	leakage [µW]	total, µW
logic	8.28	11.0	0.000258	19.3
registers	514	7.97	0.000267	522
clock network	284	181	0.0000552	465
per-stage QoR:
stage	utilization, %	total power (µW)	instance area (µm²)
finish	19.9	1010	1850
detailed placement	18.7	552	1740
CTS	19.9	1020	1850
global route	19.9	1050	1850
global placement	18.7	552	1740
floorplan	-	549	1510
per-layer routing:
layer	vias to the layer above	global-route usage, %
li1	549	-
met1	506	5.35
met2	15	6.22
met3	5	1.60
met4	0	0.541
met5	-	0
registers in the layout, summed over array words and instances, names as in the netlist:
signal / flops
rx_sync1: 1
baud_tick: 1
rx_sync2: 1
baud_clk_counter: 13
state: 4
data: 8
bit_idx: 3
data_valid: 1
logic make-up (layout without fill, tap and decap cells):
kind of cell	after synthesis	in the layout	synth area share [%]
buffers and inverters	12	26	4.40
AOI/OAI and AO/OA	18	18	7.80
adders and majority gates	7	7	5.81
xor gates and xnor gates	14	14	8.63
DFF	32	32	47.8
muxes	5	5	3.65
and+or+nand+nor	64	64	21.9
cell usage in the layout (no fill, tap or decap), types with 4 or more instances in the layout:
| cell | n |
|---|---|
| nor4_1 | 7 |
| a21oi_1 | 5 |
| inv_1 | 7 |
| xnor2_1 | 10 |
| dfxtp_1 | 24 |
| nand3_1 | 5 |
| edfxtp_1 | 8 |
| mux2_2 | 4 |
| ha_1 | 7 |
| clkbuf_8 | 5 |
| clkdlybuf4s50_1 | 11 |
| nor3_1 | 4 |
| nand2_1 | 11 |
| nor2_1 | 22 |
| o211ai_1 | 4 |
| o21ai_0 | 5 |
cell type report:
class | instances | area, µm² | share of cell area, %
multi-input cells | 108 | 721 | 39.0
clock buffers | 6 | 72.6 | 3.93
flip-flops and latches | 32 | 721 | 39.0
well taps | 129 | 161 | 8.74
repair buffers | 11 | 110 | 5.96
inverters | 7 | 26.3 | 1.42
clock inverters | 2 | 35.0 | 1.90
worst register-to-register path: cells and delay by family (launching register included):
family | cells | cell delay, ns
xor+xnor | 1 | 0.20
flops | 1 | 0.50
simple gates | 1 | 0.29
mux | 1 | 0.37
fa+ha+maj | 1 | 0.28
buf+inv | 1 | 0.10
final timing paths:
| path | slack [ns] | start | cells past startpoint | to |
|---|---|---|---|---|
| worst max-delay path | 0.62 | bit_idx[0] | 5 | data[4] |
| worst min-delay path | 0.32 | rx_sync1 | 0 | rx_sync2 |
| worst max register to register | 0.62 | bit_idx[0] | 5 | data[4] |
| worst min register to register | 0.32 | rx_sync1 | 0 | rx_sync2 |
No activity file was given, so power comes from the tool's default toggle rates.
